### flow/run.sh
#!/bin/bash
# OpenROAD 26Q1-2900-gdf79404cd8, Yosys 0.63+post, stock flow scripts
make -C /OpenROAD-flow-scripts/flow DESIGN_CONFIG=/design/flow/config.mk WORK_HOME=/design/flow/orfs finish
### flow/config.mk
export PLATFORM = sky130hd
export DESIGN_NAME = top
export DESIGN_NICKNAME = top
export VERILOG_FILES = /design/flow/design.v
export SDC_FILE = /design/flow/constraint.sdc
export NUM_CORES = 4
export LEC_CHECK = 1
export CORE_UTILIZATION = 30
### flow/constraint.sdc
current_design top

set clk_period 4.9
set clk_io_pct 0.2

create_clock -name clk0 -period $clk_period [get_ports {clk_100MHz}]

set non_clock_inputs [all_inputs -no_clocks]
set_input_delay [expr $clk_period * $clk_io_pct] -clock clk0 $non_clock_inputs
set_output_delay [expr $clk_period * $clk_io_pct] -clock clk0 [all_outputs]
### flow/design.v
`timescale 1ns / 1ps
module digits(
    input clk_1Hz,
    input reset,
    output reg [3:0] ones,
    output reg [3:0] tens,
    output reg [3:0] hundreds,
    output reg [3:0] thousands
    );
    always @(posedge clk_1Hz or posedge reset)
        if(reset)
            ones <= 0;
        else
            if(ones == 9)
                ones <= 0;
            else
                ones <= ones + 1;
    always @(posedge clk_1Hz or posedge reset)
        if(reset)
            tens <= 0;
        else
            if(ones == 9)
                if(tens == 9)
                    tens <= 0;
                else
                    tens <= tens + 1;
    always @(posedge clk_1Hz or posedge reset)
        if(reset)
            hundreds <= 0;
        else
            if(tens == 9 && ones == 9)
                if(hundreds == 9)
                    hundreds <= 0;
                else
                    hundreds <= hundreds + 1;
    always @(posedge clk_1Hz or posedge reset)
        if(reset)
            thousands <= 0;
        else
            if(hundreds == 9 && tens == 9 && ones == 9)  
                if(thousands == 9)  
                    thousands <= 0;
                else
                    thousands <= thousands + 1;
endmodule
`timescale 1ns / 1ps
module oneHz_gen(
    input clk_100MHz,
    input reset,
    output clk_1Hz
    );
    reg [25:0] ctr_reg1 = 0;  
    reg clk_out_reg = 0;
    always @(posedge clk_100MHz or posedge reset)
        if(reset) begin
            ctr_reg1 <= 0;
            clk_out_reg <= 0;
        end
        else
            if(ctr_reg1 == 49999999) begin   
                ctr_reg1 <= 0;
                clk_out_reg <= ~clk_out_reg;
            end
            else
                ctr_reg1 <= ctr_reg1 + 1;
    assign clk_1Hz = clk_out_reg;
endmodule
`timescale 1ns / 1ps
module seg_cntrl(
    input clk_100MHz,
    input reset,
    input [3:0] ones,
    input [3:0] tens,
    input [3:0] hundreds,
    input [3:0] thousands,
    output reg [0:6] seg,        
    output reg [3:0] digit       
    );
    parameter ZERO  = 7'b000_0001;   
    parameter ONE   = 7'b100_1111;   
    parameter TWO   = 7'b001_0010;   
    parameter THREE = 7'b000_0110;   
    parameter FOUR  = 7'b100_1100;   
    parameter FIVE  = 7'b010_0100;   
    parameter SIX   = 7'b010_0000;   
    parameter SEVEN = 7'b000_1111;   
    parameter EIGHT = 7'b000_0000;   
    parameter NINE  = 7'b000_0100;   
    reg [1:0] digit_select;      
    reg [16:0] digit_timer;      
    always @(posedge clk_100MHz or posedge reset) begin
        if(reset) begin
            digit_select <= 0;
            digit_timer <= 0; 
        end
        else                                         
            if(digit_timer == 99_999) begin          
                digit_timer <= 0;                    
                digit_select <=  digit_select + 1;
            end
            else
                digit_timer <=  digit_timer + 1;
    end
    always @(digit_select) begin
        case(digit_select) 
            2'b00 : digit = 4'b1110;    
            2'b01 : digit = 4'b1101;    
            2'b10 : digit = 4'b1011;    
            2'b11 : digit = 4'b0111;    
        endcase
    end
    always @*
        case(digit_select)
            2'b00 : begin        
                        case(ones)
                            4'b0000 : seg = ZERO;
                            4'b0001 : seg = ONE;
                            4'b0010 : seg = TWO;
                            4'b0011 : seg = THREE;
                            4'b0100 : seg = FOUR;
                            4'b0101 : seg = FIVE;
                            4'b0110 : seg = SIX;
                            4'b0111 : seg = SEVEN;
                            4'b1000 : seg = EIGHT;
                            4'b1001 : seg = NINE;
                        endcase
                    end
            2'b01 : begin        
                        case(tens)
                            4'b0000 : seg = ZERO;
                            4'b0001 : seg = ONE;
                            4'b0010 : seg = TWO;
                            4'b0011 : seg = THREE;
                            4'b0100 : seg = FOUR;
                            4'b0101 : seg = FIVE;
                            4'b0110 : seg = SIX;
                            4'b0111 : seg = SEVEN;
                            4'b1000 : seg = EIGHT;
                            4'b1001 : seg = NINE;
                        endcase
                    end
            2'b10 : begin        
                        case(hundreds)
                            4'b0000 : seg = ZERO;
                            4'b0001 : seg = ONE;
                            4'b0010 : seg = TWO;
                            4'b0011 : seg = THREE;
                            4'b0100 : seg = FOUR;
                            4'b0101 : seg = FIVE;
                            4'b0110 : seg = SIX;
                            4'b0111 : seg = SEVEN;
                            4'b1000 : seg = EIGHT;
                            4'b1001 : seg = NINE;
                        endcase
                    end
            2'b11 : begin        
                        case(thousands)
                            4'b0000 : seg = ZERO;
                            4'b0001 : seg = ONE;
                            4'b0010 : seg = TWO;
                            4'b0011 : seg = THREE;
                            4'b0100 : seg = FOUR;
                            4'b0101 : seg = FIVE;
                            4'b0110 : seg = SIX;
                            4'b0111 : seg = SEVEN;
                            4'b1000 : seg = EIGHT;
                            4'b1001 : seg = NINE;
                        endcase
                    end
        endcase
endmodule
`timescale 1ns / 1ps
module top(
    input clk_100MHz,        
    input reset,             
    output [0:6] seg,        
    output [3:0] digit       
    );
    wire w_1Hz;
    wire [3:0] w_1s, w_10s, w_100s, w_1000s;
    oneHz_gen hz1(.clk_100MHz(clk_100MHz), .reset(reset), .clk_1Hz(w_1Hz));
    digits digs(.clk_1Hz(w_1Hz), .reset(reset), .ones(w_1s), 
                .tens(w_10s), .hundreds(w_100s), .thousands(w_1000s));
    seg_cntrl seg7(.clk_100MHz(clk_100MHz), .reset(reset), .ones(w_1s), .tens(w_10s),
                     .hundreds(w_100s), .thousands(w_1000s), .seg(seg), .digit(digit));
endmodule
==> notes.md <==
Synthesis and place-and-route results.

- The flow ran to the end, and the final reports show no timing, DRC or antenna violations.
- The final number of setup-violating endpoints is 0.
- The register with the most flip-flops in the layout has 26 of them.
- The vias after detailed routing is 2814.
- The die is 113.7 µm tall.
- The highest clock frequency the design can meet is 347.4 MHz.
- The report puts the cell count of the worst reg-to-reg path at 5.
- The area of the multi-input gates is 0.001927 mm².
- The slack of the worst reg-to-reg path is 2.50 ns.
- The area growth from synthesis to layout is 12.06%.
- Across all setup checks in the final design, the least slack found is 2.022 ns.
- The via count of the first global-routing pass is 2581.
- The OpenROAD report gives the critical path a required time of 3.92 ns.
- The total global routing track utilization is 11.51%.
- The post-synth tally of flip-flops with integrated enable is 0.
- The final power report lists total power as 824.9 µW.
- Summing over the stages, the warning tally comes to 31.
- The number of antenna-violating nets in the routed design is 0.
- The total wire length after detailed routing is 6763 µm.
- Entering global routing, the biggest net connects 36 pins.
- TritonCTS built the clock tree.
- The starting DRC count in detailed routing is 178.
- The cell count after placement is 560.
- In this run the biggest area consumer among cell types represents 41.42% of the synthesized area.
- The category of the worst setup path capture point is an output pin.
- Per the detail_route report, DRC violations left total 0.
- The area taken by flip-flops and latches is 0.001657 mm².
- Ranked by instance count, the synthesized netlist is headed by 62 x sky130_fd_sc_hd__dfrtp_1, 31 x sky130_fd_sc_hd__nor2_1, 30 x sky130_fd_sc_hd__xnor2_1.
- The cell count listed in synth_stat.txt is 398.
- Buffers inserted to repair hold after CTS numbered 0.
- The buffer_ports step reported a buffer count of 12.
- Per the synth log, the flip-flop and latch total comes to 69.
- 13 I/O pins were placed.
- The count of buffers added by post-CTS timing repair for setup is 0.
- Max-cap violations in this run came to 0.
- The overflow left after global routing is 0.
- IR analysis of the VDD net gives a maximum drop of 159.0 µV.
- The arrival time of data at the critical path endpoint is 1.90 ns.
- The final hold violation count is 0.
- Of the cells placed in the final design, the portion with a size suffix greater than 1 is 5.750%.
- The detailed-router iteration count before antenna repair is 4.
- The mean instance size in the synthesized netlist is 9.412 µm².
- The cell area that synthesis handed to floorplanning was 0.003746 mm².
- The clock-pin slew reported for the worst setup and hold paths after clock tree synthesis is 0.06 ns.
- Looking at the clock tree report, the maximum root-to-sink buffer count equals 2.
- The area of the core region is 0.01211 mm².
- For the worst-skew pair, the clock arrives at the later sink with an insertion delay of 0.29 ns.
- The count of endpoints without a timing constraint is 30.
- The horizontal die dimension is 113.7 µm.
- After floorplanning, the die was sized to cover 0.01294 mm².
- The capture point of the worst register-to-register path is recorded as hz1.ctr_reg1[1].
- The power density over the cells is 196.5 mW/mm².
- The clock period minus worst slack is 2.878 ns.
- The reg-to-reg startpoint is hz1.ctr_reg1[8].
- Looking at the max-slew report, the worst-margin pin has a slew of 0.7770 ns.
- The slowest stage of the critical path belongs to the cell sky130_fd_sc_hd__dfrtp_1.
- The number of standard cells in the layout, taps in and fillers out is 568.
- The number of library cell types mapped by synthesis is 57.
- The routability congestion estimate is 0.8460.
- For the final routed database, the setup TNS stands at 0 ns.
- The most critical min-delay path falls under reg2reg.
- The script logs the ratio of routed vias to standard cells as 4.954.
- The layout filler cell count is 1220.
- According to the Yosys statistics, the synthesized design has a chip area of 0.003746 mm².
- The timer found 23 register pins that no clock reaches; their paths are not timed.
- The post-route clock period utilization is 58.74%.
- The register ranked first by flip-flop count is hz1.ctr_reg1.
- Detailed placement finished with a half-perimeter wire length of 4801 µm.
- The worst clock skew on the final layout is 0.002865 ns.
- The cell row count is 40.
- The category of the critical setup timing path is reg2out.
- Among the stages of the critical path, the cell type that occurs most often is sky130_fd_sc_hd__inv_1.
- Before placement the cells fill 30.93% of the core.
- Sorting the Yosys area breakdown by cell type puts at the top sky130_fd_sc_hd__dfrtp_1.
- Per the timing report, the biggest fanout along the worst path comes to 12.
- The biggest cell delay along the critical path is 0.43 ns.
- Tracing the worst setup path back leads to its startpoint at seg7.digit_select[0].
- The initial antenna violation count is 0.
- The routed design shows a wire length per standard cell of 11.91 µm.
- Counting the buffers created by CTS gives 5.
- The tightest slew margin relative to the limit is 48.01%.
- The post-placement worst setup slack is 2.345 ns.
- Setup repair after global routing left no endpoint under its margin.
- For this run, asynchronously set or reset flops after synthesis account for 89.86%.
- The top cell type by instance count after synthesis is sky130_fd_sc_hd__dfrtp_1.
- Antenna repair during routing inserted a diode count of 0.
- The first-pass GRT wire length is 12190 µm.
- Per STA, the endpoint of the critical path is digit[0].
- In this run the static leakage power is 1.714 nW.
- The number of standard cells after synthesis is 398.
- Traced cell by cell, the critical path runs through inv_1 > ha_1 > inv_1 > clkdlybuf4s50_1.
- The root buffer cell is sky130_fd_sc_hd__clkbuf_16.
- The synthesis report lists the most area-consuming cells as sky130_fd_sc_hd__dfrtp_1 41%, sky130_fd_sc_hd__xnor2_1 7.0%, sky130_fd_sc_hd__xor2_1 3.5%.
- The quantity of gates resized following cts is 0.
- The critical path launch point type is a flip-flop.
- The clock tree synthesis step divided the H-tree into 2 levels.
- Among all flip-flop cells after synthesis, the most frequent one is sky130_fd_sc_hd__dfrtp_1.
- During synthesis, Yosys emitted a total of 3 warnings.
- The final max-slew violation count is 0.
- The end-of-flow core utilization is 34.66%.
==> through the flow <==
| step | hold slack (ns) | instance area [µm²] |
|---|---|---|
| 2_1_floorplan | 0.4456 | 3746 |
| 4_1_cts | 0.4862 | 4198 |
| 3_5_place_dp | 0.4772 | 4004 |
| 3_3_place_gp | 0.4727 | 4004 |
| 6_report | 0.4849 | 4198 |
| 5_1_grt | 0.5011 | 4198 |
==> layout make-up <==
cell class	instances	share of cell area, %
tap	168	5.007
timing repair buffer	15	3.398
multi-input combinational	290	45.90
clock inverter	3	1.639
sequential	69	39.46
clock buffer	5	2.981
inverter	18	1.610
==> worst min-delay path by stage <==
stage                    from  slack (ns)  cells past startpoint               to
finish        hz1.ctr_reg1[0]        0.48                      1  hz1.ctr_reg1[0]
global route  hz1.ctr_reg1[0]        0.50                      1  hz1.ctr_reg1[0]
CTS           hz1.ctr_reg1[0]        0.49                      1  hz1.ctr_reg1[0]
==> cells by family after synthesis <==
family	after synthesis	share of synthesized area, %
compound gates	72	12.16
fa+ha+maj	10	3.273
latches	7	2.806
xor+xnor	45	10.52
flops	62	41.42
simple gates	159	24.32
mux	4	1.169
buf+inv	39	4.342
==> layer usage <==
| metal | global-route usage (%) | vias up | share of wire [%] |
|---|---|---|---|
| met1 | 18.95 | 1351 | 53 |
| li1 | - | 1411 | - |
| met2 | 16.87 | 43 | 43 |
| met4 | 1.754 | 0 | 1.2 |
| met5 | 0 | - | 0 |
| met3 | 1.354 | 9 | 2.8 |
==> critical path, delay by kind of cell, from the launching register on <==
kind	cells	cell delay, ns
adders and majority gates	1	0.43
buffers and inverters	3	0.75
DFF	1	0.43
==> power breakdown <==
part,switching [mW],leakage (nW),internal (mW)
Sequential,0,0.892,0.380
Clock,0.141,0.0940,0.293
Combinational,0.00979,0.729,0.00128
==> cell usage in the layout, fill, tap and decap left out, types with 5 or more instances in the layout <==
cell type	n
sky130_fd_sc_hd__dfrtp_1	62
sky130_fd_sc_hd__a21oi_1	14
sky130_fd_sc_hd__dlxtn_1	7
sky130_fd_sc_hd__nand3_1	17
sky130_fd_sc_hd__o211ai_1	5
sky130_fd_sc_hd__nand4_1	11
sky130_fd_sc_hd__nor2b_1	10
sky130_fd_sc_hd__o21ai_0	23
sky130_fd_sc_hd__o31ai_1	6
sky130_fd_sc_hd__xnor2_1	30
sky130_fd_sc_hd__clkbuf_16	5
sky130_fd_sc_hd__nand2_1	22
sky130_fd_sc_hd__xor2_1	15
sky130_fd_sc_hd__inv_1	17
sky130_fd_sc_hd__nand2b_1	10
sky130_fd_sc_hd__or4_1	7
sky130_fd_sc_hd__o22ai_1	5
sky130_fd_sc_hd__clkdlybuf4s50_1	12
sky130_fd_sc_hd__nor3_1	15
sky130_fd_sc_hd__ha_1	9
sky130_fd_sc_hd__and4_1	5
sky130_fd_sc_hd__or3_1	6
sky130_fd_sc_hd__nor2_1	31
Power figures rest on the tool's default switching activity, not on a simulated workload.
